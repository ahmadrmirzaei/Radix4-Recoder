<file path="./design.v">
module fullAdder(
    input a, b, c_in,
    output s, c_out
);
    assign s = a ^ b ^ c_in;
    assign c_out = (a & b) | (a & c_in) | (b & c_in);
endmodule : fullAdder
module adder16(
    input [16:0] x, y, z,
    output [16:0] vs,
    output [16:0] vc
);
    assign vc[0] = 1'b0;
    assign vs[16] = vs[15];
    genvar i;
    generate
        for (i = 0; i < 16; i = i + 1) begin
            fullAdder fullAdder_instance(
                .a(x[i]),
                .b(y[i]),
                .c_in(z[i]),
                .s(vs[i]),
                .c_out(vc[i+1])
            );
        end
    endgenerate
endmodule : adder16
module adder(
    input [3:0] c,
    input [7:0] e, f, g, h,
    output [16:0] vs, vc
);
    wire [16:0] xz0 = {6'b010101, !e[7], e[7], e[7], e};
    wire [16:0] xz1 = {6'b0, !f[7], f, 1'b0, c[0]};
    wire [16:0] xz2 = {4'b0, !g[7], g, 1'b0, c[1], 2'b0};
    wire [16:0] xz3 = {2'b0, !h[7], h, 1'b0, c[2], 4'b0};
    wire [16:0] xz4 = {10'b0, c[3], 6'b0};
    wire [16:0] mid0, mid1, mid2, mid3;
    adder16 adder16_instance0(
        .x(xz0),
        .y(xz1),
        .z(xz2),
        .vs(mid0),
        .vc(mid1)
    );
    adder16 adder16_instance1(
        .x(xz3),
        .y(xz4),
        .z(mid0),
        .vs(mid2),
        .vc(mid3)
    );
    adder16 adder16_instance2(
        .x(mid1),
        .y(mid2),
        .z(mid3),
        .vs(vs),
        .vc(vc)
    );
endmodule : adder
</file>
<file path="./run.sh">
#!/bin/bash
# OpenROAD 26Q1-2900-gdf79404cd8, Yosys 0.63+post, stock flow scripts
make -C /OpenROAD-flow-scripts/flow DESIGN_CONFIG=/design/flow/config.mk WORK_HOME=/design/flow/orfs finish
</file>
<file path="./config.mk">
export PLATFORM = sky130hd
export DESIGN_NAME = adder
export DESIGN_NICKNAME = adder
export VERILOG_FILES = /design/flow/design.v
export SDC_FILE = /design/flow/constraint.sdc
export NUM_CORES = 4
export LEC_CHECK = 1
export CORE_AREA = 10 10 83 83
export DIE_AREA = 0 0 93 93
</file>
<file path="./constraint.sdc">
current_design adder

set clk_period 2.3
set clk_io_pct 0.2

create_clock -name clk0 -period $clk_period

set non_clock_inputs [all_inputs -no_clocks]
set_input_delay [expr $clk_period * $clk_io_pct] -clock clk0 $non_clock_inputs
set_output_delay [expr $clk_period * $clk_io_pct] -clock clk0 [all_outputs]
</file>
==> run summary <==
yosys + openroad results -> status=complete, but fails checks, failing checks=negative setup slack, Cell Type Count=7, Pint=between 0.2 and 0.25 mW, Die Width=93 um, first-pass GRT wire length=between 3 and 4 mm, leakage=approximately 0.74 nW, FP Util=around 18%, Max VDD drop=between 0.08 and 0.09 mV, Place WS=-1.11 ns, min-delay worst type=in -> out, setup ws final=-0.174 ns, post-route ant nets=0, DRC viols=0, Yosys warnings=0, Area Overhead vs Synth=55.2%, Rows=26, Max Cap Viol=0, gr usage total=between 4 and 5%, PD cells=240 mW/mm^2, GRT overflow=0, Pre-antenna DRT Iters=2, startpoint types=input pin, Yosys chip area=approximately 910 sq um, Sequential Area=0 sq um, post-detailed-route via-to-cell ratio=approximately 3.0, tool warning count=35, Post-DP HPWL=~2.1 mm, combinational fraction of design power=~100%, power share of the sequential group=0%, pin count of the biggest net entering global routing=4, Sw Share=a little over a third, global placement routability congestion=between 0.7 and 0.8, critical path class=in -> out, P_sw=0.123 mW, initial antenna violation count=0, die area=approximately 0.0086 sq mm, final-layout clock buffer total=0, Seq cells=0, RSZ-0062 raised after global routing=yes, Vias=~630, I/O pin total=~70, CP Capture Type=output pin, Final Hold Fails=0, share of cells above drive strength 1=about 46%, WL/cell=between 10 and 15 um, Achievable Freq=roughly 400 MHz, Post-synth seq share=0%, ANT cells=0, DRT iter0 DRCs=1, WP data arrival=2.01 ns, Die Y=93 um, core area=a little over 0.005 sq mm, Min Hold Slack=approximately 1.5 ns, Routed Wire Length=~2.1 mm, CP max FO=3, # setup viols final=11, Mean Syn Cell Area=slightly below 9 sq um, Period Utilization, post-route=108%, hold-fix buffer count after cts=0, vias in the first global route=744, setup TNS=-0.915 ns, Slew Viols, Final=0, Fillers=about 570, Clk pwr share=0%, Mapped Area=around 910 sq um, placed inst area=between 0.001 and 0.0015 sq mm, Post-Synthesis Cells=around 100, CP required=1.84 ns, # Cells Yosys=about 100, design area=approximately 0.0014 sq mm, Buffers on Ports=just over 60, postcts setup bufs=0, min Tclk post-route=2.47 ns
synthesized netlist by cell type (all sizes together):
library cell | n | area (sq um)
ha | 14 | 175
xor3 | 1 | 23.8
inv | 36 | 135
fa | 15 | 300
conb | 2 | 7.51
buf | 34 | 255
mux2 | 1 | 11.3
power groups by stage:
| stage | sequential [mW] | clock, mW | combinational [mW] |
|---|---|---|---|
| finish | 0 | 0 | 0.338 |
| global route | 0 | 0 | 0.403 |
| CTS | 0 | 0 | 0.362 |
what timing repair did:
action,4_1_cts,5_1_grt
pin swaps,22,19
endpoints found under the setup margin,22,17
resized,130,15
area by class of cell:
class              instances  area (sq um)  share of cell area (%)
multi-input cells         39           641                    45.4
repair buffers            63           536                    38.0
inverters                 36           146                    10.4
well taps                 70          87.6                    6.21
cells in the final DEF, fill, tap and decap left out:
| cell type | synthesis | routed |
|---|---|---|
| buf_2 | 0 | 17 |
| buf_4 | 34 | 1 |
| buf_6 | 0 | 5 |
| buf_8 | 0 | 2 |
| clkbuf_2 | 0 | 4 |
| clkdlybuf4s15_1 | 0 | 2 |
| clkdlybuf4s50_1 | 0 | 20 |
| clkinvlp_4 | 0 | 1 |
| conb_1 | 2 | 8 |
| dlygate4sd2_1 | 0 | 9 |
| dlymetal6s2s_1 | 0 | 3 |
| fa_1 | 15 | 11 |
| fa_2 | 0 | 4 |
| ha_1 | 14 | 6 |
| ha_2 | 0 | 1 |
| ha_4 | 0 | 7 |
| inv_1 | 36 | 15 |
| inv_2 | 0 | 19 |
| inv_8 | 0 | 1 |
| mux2_2 | 1 | 1 |
| xor3_1 | 1 | 1 |
per-stage QoR:
stage	util, %	total power, mW	cells
after CTS	27.4	0.362	208
after global placement	28.3	0.402	208
after global routing	27.4	0.403	208
after floorplan	-	0.245	109
after detailed placement	28.3	0.402	208
final	27.4	0.338	208
worst max-delay path, cell delays in order:
cell	delay, ns
buf_8	0.08
clkinvlp_4	0.12
fa_1	0.51
inv_2	0.04
ha_4	0.20
fa_2	0.51
buf_2	0.09
routing by layer:
metal / track usage, % / up-vias / routed length [um]
met3: 1.45 / 0 / 174
met2: 8.88 / 33 / 1070
li1: - / 315 / -
met5: 0 / - / 0
met4: 0 / 0 / 0
met1: 5.56 / 282 / 890
worst paths after layout:
kind	start	endpoint	slack (ns)	cells after the start
worst max-delay path	e[7]	vs[8]	-0.17	7
worst min-delay path	g[7]	vs[12]	1.49	3
cells by family after synthesis:
logic type,share of synthesized area (%)
other,0.827
XOR/XNOR,2.62
multiplexers,1.24
adder cells (fa/ha/maj),52.3
buffers and inverters,43.0
Power figures rest on the tool's default switching activity, not on a simulated workload.
